$ cat design.v
`timescale 1ns / 100ps
module pre_norm(clk, rmode, add, opa, opb, opa_nan, opb_nan, fracta_out,
		fractb_out, exp_dn_out, sign, nan_sign, result_zero_sign,
		fasu_op);
input		clk;
input	[1:0]	rmode;
input		add;
input	[31:0]	opa, opb;
input		opa_nan, opb_nan;
output	[26:0]	fracta_out, fractb_out;
output	[7:0]	exp_dn_out;
output		sign;
output		nan_sign, result_zero_sign;
output		fasu_op;			 
wire		signa, signb;		 
wire	[7:0]	expa, expb;		 
wire	[22:0]	fracta, fractb;		 
wire		expa_lt_expb;		 
wire		fractb_lt_fracta;	 
reg	[7:0]	exp_dn_out;		 
wire	[7:0]	exp_small, exp_large;
wire	[7:0]	exp_diff;		 
wire	[22:0]	adj_op;			 
wire	[26:0]	adj_op_tmp;
wire	[26:0]	adj_op_out;		 
wire	[26:0]	fracta_n, fractb_n;	 
wire	[26:0]	fracta_s, fractb_s;	 
reg	[26:0]	fracta_out, fractb_out;	 
reg		sign, sign_d;		 
reg		add_d;			 
reg		fasu_op;		 
wire		expa_dn, expb_dn;
reg		sticky;
reg		result_zero_sign;
reg		add_r, signa_r, signb_r;
wire	[4:0]	exp_diff_sft;
wire		exp_lt_27;
wire		op_dn;
wire	[26:0]	adj_op_out_sft;
reg		fracta_lt_fractb, fracta_eq_fractb;
wire		nan_sign1;
reg		nan_sign;
assign  signa = opa[31];
assign  signb = opb[31];
assign   expa = opa[30:23];
assign   expb = opb[30:23];
assign fracta = opa[22:0];
assign fractb = opb[22:0];
assign expa_lt_expb = expa > expb;		 
assign expa_dn = !(|expa);			 
assign expb_dn = !(|expb);			 
wire	[7:0]	exp_diff1, exp_diff1a, exp_diff2;
assign exp_small  = expa_lt_expb ? expb : expa;
assign exp_large  = expa_lt_expb ? expa : expb;
assign exp_diff1  = exp_large - exp_small;
assign exp_diff1a = exp_diff1-1;
assign exp_diff2  = (expa_dn | expb_dn) ? exp_diff1a : exp_diff1;
assign  exp_diff  = (expa_dn & expb_dn) ? 8'h0 : exp_diff2;
always @(posedge clk)	 
	exp_dn_out <= #1 (!add_d & expa==expb & fracta==fractb) ? 8'h0 : exp_large;
assign op_dn	  = expa_lt_expb ? expb_dn : expa_dn;
assign adj_op     = expa_lt_expb ? fractb : fracta;
assign adj_op_tmp = { ~op_dn, adj_op, 3'b0 };	 
assign exp_lt_27	= exp_diff  > 8'd27;
assign exp_diff_sft	= exp_lt_27 ? 5'd27 : exp_diff[4:0];
assign adj_op_out_sft	= adj_op_tmp >> exp_diff_sft;
assign adj_op_out	= {adj_op_out_sft[26:1], adj_op_out_sft[0] | sticky };
always @(exp_diff_sft or adj_op_tmp)
   case(exp_diff_sft)		// synopsys full_case parallel_case
	00: sticky = 1'h0;
	01: sticky =  adj_op_tmp[0]; 
	02: sticky = |adj_op_tmp[01:0];
	03: sticky = |adj_op_tmp[02:0];
	04: sticky = |adj_op_tmp[03:0];
	05: sticky = |adj_op_tmp[04:0];
	06: sticky = |adj_op_tmp[05:0];
	07: sticky = |adj_op_tmp[06:0];
	08: sticky = |adj_op_tmp[07:0];
	09: sticky = |adj_op_tmp[08:0];
	10: sticky = |adj_op_tmp[09:0];
	11: sticky = |adj_op_tmp[10:0];
	12: sticky = |adj_op_tmp[11:0];
	13: sticky = |adj_op_tmp[12:0];
	14: sticky = |adj_op_tmp[13:0];
	15: sticky = |adj_op_tmp[14:0];
	16: sticky = |adj_op_tmp[15:0];
	17: sticky = |adj_op_tmp[16:0];
	18: sticky = |adj_op_tmp[17:0];
	19: sticky = |adj_op_tmp[18:0];
	20: sticky = |adj_op_tmp[19:0];
	21: sticky = |adj_op_tmp[20:0];
	22: sticky = |adj_op_tmp[21:0];
	23: sticky = |adj_op_tmp[22:0];
	24: sticky = |adj_op_tmp[23:0];
	25: sticky = |adj_op_tmp[24:0];
	26: sticky = |adj_op_tmp[25:0];
	27: sticky = |adj_op_tmp[26:0];
   endcase
assign fracta_n = expa_lt_expb ? {~expa_dn, fracta, 3'b0} : adj_op_out;
assign fractb_n = expa_lt_expb ? adj_op_out : {~expb_dn, fractb, 3'b0};
assign fractb_lt_fracta = fractb_n > fracta_n;	 
assign fracta_s = fractb_lt_fracta ? fractb_n : fracta_n;
assign fractb_s = fractb_lt_fracta ? fracta_n : fractb_n;
always @(posedge clk)
	fracta_out <= #1 fracta_s;
always @(posedge clk)
	fractb_out <= #1 fractb_s;
always @(signa or signb or add or fractb_lt_fracta)
   case({signa, signb, add})		// synopsys full_case parallel_case
	3'b0_0_1: sign_d = 0;
	3'b0_1_1: sign_d = fractb_lt_fracta;
	3'b1_0_1: sign_d = !fractb_lt_fracta;
	3'b1_1_1: sign_d = 1;
	3'b0_0_0: sign_d = fractb_lt_fracta;
	3'b0_1_0: sign_d = 0;
	3'b1_0_0: sign_d = 1;
	3'b1_1_0: sign_d = !fractb_lt_fracta;
   endcase
always @(posedge clk)
	sign <= #1 sign_d;
always @(posedge clk)
	signa_r <= #1 signa;
always @(posedge clk)
	signb_r <= #1 signb;
always @(posedge clk)
	add_r <= #1 add;
always @(posedge clk)
	result_zero_sign <= #1	( add_r &  signa_r &  signb_r) |
				(!add_r &  signa_r & !signb_r) |
				( add_r & (signa_r |  signb_r) & (rmode==3)) |
				(!add_r & (signa_r == signb_r) & (rmode==3));
always @(posedge clk)
	fracta_lt_fractb <= #1 fracta < fractb;
always @(posedge clk)
	fracta_eq_fractb <= #1 fracta == fractb;
assign nan_sign1 = fracta_eq_fractb ? (signa_r & signb_r) : fracta_lt_fractb ? signb_r : signa_r;
always @(posedge clk)
	nan_sign <= #1 (opa_nan & opb_nan) ? nan_sign1 : opb_nan ? signb_r : signa_r;
always @(signa or signb or add)
   case({signa, signb, add})		// synopsys full_case parallel_case
	3'b0_0_1: add_d = 1;
	3'b0_1_1: add_d = 0;
	3'b1_0_1: add_d = 0;
	3'b1_1_1: add_d = 1;
	3'b0_0_0: add_d = 0;
	3'b0_1_0: add_d = 1;
	3'b1_0_0: add_d = 1;
	3'b1_1_0: add_d = 0;
   endcase
always @(posedge clk)
	fasu_op <= #1 add_d;
endmodule
$ cat run.sh
#!/bin/bash
# OpenROAD 26Q1-2900-gdf79404cd8, Yosys 0.63+post, stock flow scripts
make -C /OpenROAD-flow-scripts/flow DESIGN_CONFIG=/design/flow/config.mk WORK_HOME=/design/flow/orfs finish
$ cat config.mk
export PLATFORM = sky130hd
export DESIGN_NAME = pre_norm
export DESIGN_NICKNAME = pre_norm
export VERILOG_FILES = /design/flow/design.v
export SDC_FILE = /design/flow/constraint.sdc
export NUM_CORES = 4
export LEC_CHECK = 1
export CORE_UTILIZATION = 30
$ cat constraint.sdc
current_design pre_norm

set clk_period 28.2
set clk_io_pct 0.2

create_clock -name clk0 -period $clk_period [get_ports {clk}]

set non_clock_inputs [all_inputs -no_clocks]
set_input_delay [expr $clk_period * $clk_io_pct] -clock clk0 $non_clock_inputs
set_output_delay [expr $clk_period * $clk_io_pct] -clock clk0 [all_outputs]
==> CHANGELOG.md <==
## Flow update

- Status: finished, final reports clean
- Final worst path period share: 52.64%
- Synth area leader: dfxtp_1
- Post-DP HPWL: 22490 um
- Switching part of the total power: 39.94%
- EDFF count, synth: 0
- Fin area: 9641 um^2
- Clk slew on worst S/H paths: 0.06 ns
- Grt total ovfl: 0
- Simple share: 23.78%
- Worst skew pair latency: 0.33 ns
- Slowest CP cell: nand3_1
- Aoi share: 30.50%
- Final Slew Violations: 0
- Most common cell in the netlist: a21oi_1
- Int Pwr: 310.0 uW
- Yosys stat chip area: 7749 um^2
- Number of global-route vias before repair: 7886
- Synthesized registers: 71
- Synth cell count leaders: a21oi_1, nand2_1, nor2_1
- PwrDens: 53.54 nW/um^2
- Synth Area in XOR/XNOR: 0.9688%
- Yosys cell count: 1055
- Fin crit period: 14.84 ns
- Port bufs: 135
- Area share, top type: 18.34%
- CP peak stage delay: 0.81 ns
- Setup Crit Path Kind: primary input to flop
- Routability-driven placement congestion ratio: 1.006
- Commonest flop: dfxtp_1
- TritonCTS Sinks: 71
- Adders+Majority by Area: 10.17%
- CTS tree: done
- CP arrival: 15.05 ns
- Synthesis warning total: 3
- # IOs: 136
- RSZ-0062 raised after global routing: false
- Height of the die: 162.7 um
- Seq pwr share: 25.0%
- Setup bufs post-CTS: 0
- Vias per cell: 5.718
- Final Setup Violations: 0
- First-pass GRT wire length: 44680 um
- Syn Std Cell Area: 7749 um^2
- Avg WL per Cell: 19.32 um
- Leakage: 0.004027 uW
- # DRC: 0
- Logic gate share of total power: 54.7%
- Worst setup EP type: flop
- Cell area leaders: dfxtp_1, ha_1, a21oi_1, mux2i_1, nand2_1
- OpenROAD warning count: 29
- Gate Count Post-Synth: 1055
- Worst-margin pin slew: 0.9131 ns
- H-tree depth: 3
- Die width: 162.7 um
- GRT Util Overall: 21.84%
- Initial Util: 30.68%
- ANT cells: 0
- Share of cells above drive strength 1: 6.615%
- VDD IR max: 0.03184 mV
- Sequential area share after synthesis: 18.34%
- Drt pass-1 iters: 8
- CTS Buffer Depth: 2
- Slew margin rel.: 38.98%
- Mux share: 9.220%
- Startpoint Class: primary input
- Post-cts resize count: 0
- Area grow syn2layout: 24.41%
- Row Count: 58
- Num CTS Buffers: 9
- DRT Wirelength: 28870 um
- Post-route ant nets: 0
- Skew final: 0.003326 ns
- Crit path max fanout: 24
- Initial DRC count: 829
- Placed cell areas: 9363 um^2
- Clk network pwr share: 20.3%
- Max cap viols: 0
- Hold bufs inserted after CTS: 0
- DR vias: 8543
- Die Area: 26480 um^2
- Worst hold path class: flop to flop
- Largest net degree at the start of global routing: 69
- Share of synthesized registers carrying an async set or reset: 0%
- Syn Area/Cell: 7.345 um^2
- CP required: 28.41 ns
- Fin. Hold Viols: 0
- Top logic family: AND-OR/OR-AND gates
- Setup_tns: 0 ns
- Area of the core: 25250 um^2
- Cell Type Count: 85
- Clock root buffer: clkbuf_16
- Initial antenna violation count: 0
- Psw: 206.2 uW
- F_max: 0.06737 GHz
power by group through the flow:
stage | Sequential, uW | Combinational [uW] | Clock (uW)
after CTS | 130 | 277 | 107
after global routing | 131 | 307 | 111
final | 129 | 282 | 105
per-stage QoR:
stage	hold slack (ns)	util, %	cells	total power (uW)	setup WS [ns]
finish	0.5496	38.17	1494	516.1	13.36
global route	0.5774	38.17	1494	549.2	12.50
CTS	0.5546	38.17	1494	513.6	13.47
detailed placement	0.5357	37.07	1478	407.1	13.12
global placement	0.5445	37.07	1478	409.4	13.33
floorplan	0.4983	-	1055	297.9	14.15
state kept, by name, indices dropped and copies added, names as in the netlist:
signal,cells
fracta_out,27
signb_r,1
fasu_op,1
exp_dn_out,8
fracta_eq_fractb,1
result_zero_sign,1
nan_sign,1
signa_r,1
add_r,1
fractb_out,27
sign,1
fracta_lt_fractb,1
per-layer routing:
metal  vias up  routed length [um]  track usage, %
met5         -                   0               0
met4         0                 844           6.075
met3        57                2257           2.857
met2       416               12640           33.02
met1      3928               13120           32.61
li1       4142                   -               -
final timing paths:
check / startpoint / to / slack [ns] / cells after the start
max: opb[25] / fracta_out[17] / 13.36 / 36
min: signa_r / nan_sign / 0.55 / 2
max reg2reg: signa_r / result_zero_sign / 27.12 / 5
min reg2reg: signa_r / nan_sign / 0.55 / 2
placed cells by master (no fill, tap or decap), types with 13 or more instances in the layout:
master           instances
a21o_1                  19
a21oi_1                121
buf_4                   18
clkdlybuf4s50_1        135
dfxtp_1                 71
ha_1                    63
inv_1                   64
mux2i_1                 49
nand2_1                102
nand2b_1                15
nand3_1                 19
nand4_1                 18
nor2_1                  82
nor2b_1                 21
nor3_1                  34
nor4_1                  19
o211ai_1                13
o21ai_0                 62
o22ai_1                 13
cell type report:
type / count / area (um^2)
Multi-Input combinational cell: 860 / 5802
Clock buffer: 13 / 260.3
Fill cell: 2595 / 15610
Tap cell: 330 / 412.9
Inverter: 64 / 240.2
Timing Repair Buffer: 153 / 1486
Sequential cell: 71 / 1421
Clock inverter: 3 / 17.52
logic make-up (layout without fill, tap and decap cells):
family	Yosys count	count (layout)
mux	69	69
compound gates	355	355
buf+inv	124	233
fa+ha+maj	63	63
xor+xnor	7	7
flops	71	71
simple gates	366	366
worst max-delay path: cells and delay by family:
family / cells / cell delay [ns]
AOI/OAI and AO/OA: 11 / 2.35
and+or+nand+nor: 16 / 4.37
buffers and inverters: 4 / 0.92
muxes: 2 / 0.64
adders and majority gates: 3 / 1.09
No activity file was given, so power comes from the tool's default toggle rates.
