<file path="run.sh">
#!/bin/bash
# OpenROAD 26Q1-2900-gdf79404cd8, Yosys 0.63+post, stock flow scripts
make -C /OpenROAD-flow-scripts/flow DESIGN_CONFIG=/design/flow/config.mk WORK_HOME=/design/flow/orfs finish
</file>
<file path="config.mk">
export PLATFORM = sky130hd
export DESIGN_NAME = DecoderAddrCell
export DESIGN_NICKNAME = DecoderAddrCell
export VERILOG_FILES = /design/flow/design.v
export SDC_FILE = /design/flow/constraint.sdc
export NUM_CORES = 4
export LEC_CHECK = 1
export CORE_AREA = 10 10 543 543
export DIE_AREA = 0 0 553 553
</file>
<file path="constraint.sdc">
current_design DecoderAddrCell

set clk_period 13.9
set clk_io_pct 0.2

create_clock -name clk0 -period $clk_period

set non_clock_inputs [all_inputs -no_clocks]
set_input_delay [expr $clk_period * $clk_io_pct] -clock clk0 $non_clock_inputs
set_output_delay [expr $clk_period * $clk_io_pct] -clock clk0 [all_outputs]
</file>
<file path="design.v">
module DecoderAddrCell(
input [13:0] iBEGIN_ROW,
input [6:0] iBEGIN_COL,
output [13:0] oADDR_PX11, oADDR_PX12, oADDR_PX13, oADDR_PX14, oADDR_PX15, oADDR_PX16, oADDR_PX17, oADDR_PX18, oADDR_PX19, oADDR_PX1_10, 
output [13:0] oADDR_PX21, oADDR_PX22, oADDR_PX23, oADDR_PX24, oADDR_PX25, oADDR_PX26, oADDR_PX27, oADDR_PX28, oADDR_PX29, oADDR_PX2_10, 
output [13:0] oADDR_PX31, oADDR_PX32, oADDR_PX33, oADDR_PX34, oADDR_PX35, oADDR_PX36, oADDR_PX37, oADDR_PX38, oADDR_PX39, oADDR_PX3_10, 
output [13:0] oADDR_PX41, oADDR_PX42, oADDR_PX43, oADDR_PX44, oADDR_PX45, oADDR_PX46, oADDR_PX47, oADDR_PX48, oADDR_PX49, oADDR_PX4_10, 
output [13:0] oADDR_PX51, oADDR_PX52, oADDR_PX53, oADDR_PX54, oADDR_PX55, oADDR_PX56, oADDR_PX57, oADDR_PX58, oADDR_PX59, oADDR_PX5_10, 
output [13:0] oADDR_PX61, oADDR_PX62, oADDR_PX63, oADDR_PX64, oADDR_PX65, oADDR_PX66, oADDR_PX67, oADDR_PX68, oADDR_PX69, oADDR_PX6_10, 
output [13:0] oADDR_PX71, oADDR_PX72, oADDR_PX73, oADDR_PX74, oADDR_PX75, oADDR_PX76, oADDR_PX77, oADDR_PX78, oADDR_PX79, oADDR_PX7_10, 
output [13:0] oADDR_PX81, oADDR_PX82, oADDR_PX83, oADDR_PX84, oADDR_PX85, oADDR_PX86, oADDR_PX87, oADDR_PX88, oADDR_PX89, oADDR_PX8_10, 
output [13:0] oADDR_PX91, oADDR_PX92, oADDR_PX93, oADDR_PX94, oADDR_PX95, oADDR_PX96, oADDR_PX97, oADDR_PX98, oADDR_PX99, oADDR_PX9_10, 
output [13:0] oADDR_PX10_1, oADDR_PX10_2, oADDR_PX10_3, oADDR_PX10_4, oADDR_PX10_5, oADDR_PX10_6, oADDR_PX10_7, oADDR_PX10_8, oADDR_PX10_9, oADDR_PX10_10
);
  wire [6:0] col0, col1, col2, col3, col4, col5, col6, col7, col8, col9;
  wire [13:0] row0, row1, row2, row3, row4, row5, row6, row7, row8, row9;
  wire [6:0] sizeOfRow;
  assign sizeOfRow = 7'd66;  
  assign row0 = iBEGIN_ROW; 
  assign row1 = iBEGIN_ROW + sizeOfRow;
  assign row2 = iBEGIN_ROW + ( 2'd2 * sizeOfRow) ;
  assign row3 = iBEGIN_ROW + ( 2'd3 * sizeOfRow) ;
  assign row4 = iBEGIN_ROW + ( 3'd4 * sizeOfRow) ;
  assign row5 = iBEGIN_ROW + ( 3'd5 * sizeOfRow) ;
  assign row6 = iBEGIN_ROW + ( 3'd6 * sizeOfRow) ;
  assign row7 = iBEGIN_ROW + ( 3'd7 * sizeOfRow) ;
  assign row8 = iBEGIN_ROW + ( 4'd8 * sizeOfRow) ;
  assign row9 = iBEGIN_ROW + ( 4'd9 * sizeOfRow) ;
  assign col0 = iBEGIN_COL; 
  assign col1 = iBEGIN_COL + 1'd1;
  assign col2 = iBEGIN_COL + 2'd2;
  assign col3 = iBEGIN_COL + 2'd3;
  assign col4 = iBEGIN_COL + 3'd4;
  assign col5 = iBEGIN_COL + 3'd5;
  assign col6 = iBEGIN_COL + 3'd6;
  assign col7 = iBEGIN_COL + 3'd7;
  assign col8 = iBEGIN_COL + 4'd8;
  assign col9 = iBEGIN_COL + 4'd9;
  assign oADDR_PX11 = row0 + col0;
  assign oADDR_PX12 = row0 + col1;
  assign oADDR_PX13 = row0 + col2;
  assign oADDR_PX14 = row0 + col3;
  assign oADDR_PX15 = row0 + col4;
  assign oADDR_PX16 = row0 + col5;
  assign oADDR_PX17 = row0 + col6;
  assign oADDR_PX18 = row0 + col7;
  assign oADDR_PX19 = row0 + col8;
  assign oADDR_PX1_10 = row0 + col9;
  assign oADDR_PX21 = row1 + col0;
  assign oADDR_PX22 = row1 + col1;
  assign oADDR_PX23 = row1 + col2;
  assign oADDR_PX24 = row1 + col3;
  assign oADDR_PX25 = row1 + col4;
  assign oADDR_PX26 = row1 + col5;
  assign oADDR_PX27 = row1 + col6;
  assign oADDR_PX28 = row1 + col7;
  assign oADDR_PX29 = row1 + col8;
  assign oADDR_PX2_10 = row1 + col9;
  assign oADDR_PX31 = row2 + col0;
  assign oADDR_PX32 = row2 + col1;
  assign oADDR_PX33 = row2 + col2;
  assign oADDR_PX34 = row2 + col3;
  assign oADDR_PX35 = row2 + col4;
  assign oADDR_PX36 = row2 + col5;
  assign oADDR_PX37 = row2 + col6;
  assign oADDR_PX38 = row2 + col7;
  assign oADDR_PX39 = row2 + col8;
  assign oADDR_PX3_10 = row2 + col9;
  assign oADDR_PX41 = row3 + col0;
  assign oADDR_PX42 = row3 + col1;
  assign oADDR_PX43 = row3 + col2;
  assign oADDR_PX44 = row3 + col3;
  assign oADDR_PX45 = row3 + col4;
  assign oADDR_PX46 = row3 + col5;
  assign oADDR_PX47 = row3 + col6;
  assign oADDR_PX48 = row3 + col7;
  assign oADDR_PX49 = row3 + col8;
  assign oADDR_PX4_10 = row3 + col9;
  assign oADDR_PX51 = row4 + col0;
  assign oADDR_PX52 = row4 + col1;
  assign oADDR_PX53 = row4 + col2;
  assign oADDR_PX54 = row4 + col3;
  assign oADDR_PX55 = row4 + col4;
  assign oADDR_PX56 = row4 + col5;
  assign oADDR_PX57 = row4 + col6;
  assign oADDR_PX58 = row4 + col7;
  assign oADDR_PX59 = row4 + col8;
  assign oADDR_PX5_10 = row4 + col9;
  assign oADDR_PX61 = row5 + col0;
  assign oADDR_PX62 = row5 + col1;
  assign oADDR_PX63 = row5 + col2;
  assign oADDR_PX64 = row5 + col3;
  assign oADDR_PX65 = row5 + col4;
  assign oADDR_PX66 = row5 + col5;
  assign oADDR_PX67 = row5 + col6;
  assign oADDR_PX68 = row5 + col7;
  assign oADDR_PX69 = row5 + col8;
  assign oADDR_PX6_10 = row5 + col9;
  assign oADDR_PX71 = row6 + col0;
  assign oADDR_PX72 = row6 + col1;
  assign oADDR_PX73 = row6 + col2;
  assign oADDR_PX74 = row6 + col3;
  assign oADDR_PX75 = row6 + col4;
  assign oADDR_PX76 = row6 + col5;
  assign oADDR_PX77 = row6 + col6;
  assign oADDR_PX78 = row6 + col7;
  assign oADDR_PX79 = row6 + col8;
  assign oADDR_PX7_10 = row6 + col9;
  assign oADDR_PX81 = row7 + col0;
  assign oADDR_PX82 = row7 + col1;
  assign oADDR_PX83 = row7 + col2;
  assign oADDR_PX84 = row7 + col3;
  assign oADDR_PX85 = row7 + col4;
  assign oADDR_PX86 = row7 + col5;
  assign oADDR_PX87 = row7 + col6;
  assign oADDR_PX88 = row7 + col7;
  assign oADDR_PX89 = row7 + col8;
  assign oADDR_PX8_10 = row7 + col9;
  assign oADDR_PX91 = row8 + col0;
  assign oADDR_PX92 = row8 + col1;
  assign oADDR_PX93 = row8 + col2;
  assign oADDR_PX94 = row8 + col3;
  assign oADDR_PX95 = row8 + col4;
  assign oADDR_PX96 = row8 + col5;
  assign oADDR_PX97 = row8 + col6;
  assign oADDR_PX98 = row8 + col7;
  assign oADDR_PX99 = row8 + col8;
  assign oADDR_PX9_10 = row8 + col9;
  assign oADDR_PX10_1 = row9 + col0;
  assign oADDR_PX10_2 = row9 + col1;
  assign oADDR_PX10_3 = row9 + col2;
  assign oADDR_PX10_4 = row9 + col3;
  assign oADDR_PX10_5 = row9 + col4;
  assign oADDR_PX10_6 = row9 + col5;
  assign oADDR_PX10_7 = row9 + col6;
  assign oADDR_PX10_8 = row9 + col7;
  assign oADDR_PX10_9 = row9 + col8;
  assign oADDR_PX10_10 = row9 + col9;
endmodule
</file>
==> run notes <==
Item: results of the latest flow run.

- The total of cells resized after clock tree synthesis is 0.
- The number of global-route vias before repair is roughly 38k.
- After detailed routing, the total wire length is roughly 330 mm.
- The most congested layer reported by global routing is met2.
- The number of flip-flops and latches is 0.
- Net switching is between 50% and 60% of the power.
- The number of port buffers is roughly 1.4k.
- The net switching power is between 2 and 3 mW.
- The number of nets still failing antenna checks after routing is 0.
- The smallest clock period supported by the final layout is computed as 11.28 ns.
- The total number of placement rows is slightly below 200.
- The required time of the worst setup path is approximately 11 ns.
- The run finished with clean final reports.
- The number of cells reported by Yosys stat comes to around 4.6k.
- The area taken by flip-flops and latches is 0 um^2.
- The first global-routing pass estimated ~420 mm of wire.
- The final hold violation count is 0.
- The number of antenna violations at the first check in global routing was 32.
- For this run, the top clock speed supported by timing is between 0.08 and 0.09 GHz.
- The multi-input combinational cells in the finished layout cover a total of ~29000 um^2.
- The overall track demand over capacity in global routing is between 20% and 30%.
- The final layout report lists a filler cell count of between 30k and 40k.
- The area added between synthesis and finish is 57.4%.
- The floorplan step set the die height to 553 um.
- At the pin with the least slew margin, the transition time is between 1 and 1.5 ns.
- Max-slew check failures listed in the final report amount to 0.
- The number of clock-tree buffers in the layout is 0.
- Hold analysis lists the worst path endpoint as oADDR_PX11[9].
- The largest net degree at the start of global routing is just over 50.
- The main area contributors are xnor2_1 (21%), ha_1 (14%), xor2_1 (11%).
- The core area is approximately 280000 um^2.
- The floorplan step defined a die boundary enclosing 306000 um^2.
- Setup repair after global routing left no endpoint under its margin.
- Per the timing report, the biggest fanout along the worst path comes to 14.
- The proportion of netlist area held by the largest area contributor is a little over a fifth.
- In this run the tightest slew margin relative to its limit is between 20% and 30%.
- Sorting the Yosys area breakdown by cell type puts at the top xnor2_1.
- The tally of yosys warning messages is 0.
- The HPWL after detailed placement is ~290 mm.
- The average routed wire per standard cell is ~35 um.
- Dividing the synthesized area by the synthesized cell count gives a little over 7 um^2.
- The share of the Yosys chip area taken by registers is 0%.
- The share of layout cells above drive strength 1 is a little under a tenth.
- For this design the top-level I/O count stands at about 1.4k.
- The post-synthesis instance area is between 30000 and 40000 um^2.
- The launch point of the worst hold path is iBEGIN_ROW[9].
- Summing over the stages, the warning tally comes to 104.
- In the floorplan report the effective utilization is 11.5%.
- The synthesized netlist handed to floorplanning was reported with a cell count of around 4.6k.
- The global routing report lists met3 layer usage as between 7 and 8%.
- The setup violation total in the final timing report is 0.
- The count of unresolved DRC violations after routing is 0.
- The startpoint type of the worst setup path is a primary input.
- After clock tree synthesis, the setup repair step added 0 buffers.
- The internal power of the cells is roughly 2.4 mW.
- The total power is between 5 and 6 mW.
- Max-cap violations in this run came to 0.
- For the final routed database, the setup TNS stands at 0 ns.
- The kind of path behind the tightest hold check is in2out.
- The maximum vdd drop is 0.0334 mV.
- Yosys reports a chip area of around 33000 um^2.
- Per the synthesis report, the number of distinct cell types is around 100.
- The sum of overflow across all layers after global routing is 0.
- The iteration count recorded for the first detailed-route pass is 6.
- Using the TritonRoute via totals, the vias-per-cell ratio works out to 4.13.
- STA classifies the critical path endpoint as a primary output.
- The met2 layer usage reported by global route is between 30% and 40%.
- The data arrival time of the critical path is about 8.5 ns.
- The power density of the placed cells is 99.9 nW/um^2.
- The via count of the routed design is about 40k.
- The category of the most critical setup path is in2out.
- The hold-fix buffer count after cts is 0.
- The violation tally recorded at the end of detailed-routing iteration 0 is about 3.5k.
- The period utilization is approximately 80%.
- The width of the die is 553 um.
- After its last routability iteration, the placer logged a weighted congestion of 0.974.
- The global routing usage on met1 is a little over a quarter.
- The leakage power in the latest report is about 19 nW.
- Hold analysis shows the worst path with a depth of 3.
## critical path, stage by stage
cell and delay (ns):
clkdlybuf4s50_1 0.69, ha_1 0.55, xnor2_1 0.65, inv_1 0.59, buf_4 0.40, ha_1 0.36
a21boi_0 0.27, buf_4 0.17, o21ai_0 0.10, a21boi_0 0.64, o211ai_1 0.21, xnor2_1 0.44
clkdlybuf4s50_1 0.58
## cells in the final DEF (no fill, tap or decap), types with 48 or more instances in the layout
master	count
a21o_1	71
a21oi_1	329
buf_4	322
clkdlybuf4s50_1	1405
ha_1	360
inv_1	210
maj3_1	48
nand2_1	438
nor2_1	352
nor2b_1	53
nor3_1	91
o211ai_1	51
o21a_1	48
o21ai_0	231
o21bai_1	65
xnor2_1	761
xor2_1	401
## worst max path at each step
stage	end	slack [ns]	from	cells after the start
after CTS	oADDR_PX37[9]	2.61	iBEGIN_COL[2]	16
final	oADDR_PX10_5[10]	2.62	iBEGIN_COL[2]	13
after global routing	oADDR_PX28[12]	2.37	iBEGIN_COL[1]	13
## cells by family (layout without fill, tap and decap cells)
family | count (synthesis) | in the layout | share of synthesized area [%]
mux | 1 | 1 | 0.0308
other cells | 0 | 39 | 0
xor+xnor | 1234 | 1234 | 34.2
compound gates | 1071 | 1071 | 21.1
buf+inv | 703 | 1974 | 12.0
simple gates | 1159 | 1159 | 16.2
fa+ha+maj | 435 | 435 | 16.5
## Yosys cell counts, types with 46 or more instances
master and number:
a21o_1 71, a21oi_1 330, buf_2 85, buf_4 297, clkbuf_1 62, ha_1 361
inv_1 216, maj3_1 48, nand2_1 438, nand3_1 46, nor2_1 356, nor2b_1 55
nor3_1 92, o211ai_1 51, o21a_1 48, o21ai_0 233, o21bai_1 65, xnor2_1 787
xor2_1 411
## layout make-up
cell class                 instances  share of cell area [%]
multi-input combinational       3900                    56.6
timing repair buffer            1738                    32.3
tap                             3743                    9.15
inverter                         236                    1.74
antenna                           39                   0.191
## per-stage QoR
stage          instances  setup WS [ns]  area [um^2]  utilization (%)  hold WS (ns)
5_1_grt             9622           2.37        51100             18.1          6.52
2_1_floorplan       4603           4.94        32500                -          5.74
6_report            9656           2.62        51200             18.1          6.50
3_3_place_gp        9617           2.50        51100             18.1          6.51
3_5_place_dp        9617           2.62        51100             18.1          6.51
4_1_cts             9617           2.61        51100             18.1          6.51
## routing by layer
metal  wire length (um)  vias up
met5                 13        -
met4               9570        2
met3              31700      337
met2             156000     2344
met1             136000    19300
li1                   -    17900
Power is estimated from default activity; no workload was simulated.
